--- flow/run.sh ---
#!/bin/bash
# OpenROAD 26Q1-2900-gdf79404cd8, Yosys 0.63+post, stock flow scripts
make -C /OpenROAD-flow-scripts/flow DESIGN_CONFIG=/design/flow/config.mk WORK_HOME=/design/flow/orfs finish
--- flow/config.mk ---
export PLATFORM = sky130hd
export DESIGN_NAME = bdm
export DESIGN_NICKNAME = bdm
export VERILOG_FILES = /design/flow/design.v
export SDC_FILE = /design/flow/constraint.sdc
export NUM_CORES = 4
export LEC_CHECK = 1
export CORE_UTILIZATION = 30
--- flow/design.v ---
`timescale 1ns / 1ps
module bdc_clk_pulse_generator(
	input clk,
	input rst,
	output bdc_clk_pulse,
	input [31:0] sync_length,
	input set_sync_length
);
reg [15:0] counter;
reg [31:0] target_time;  
reg [31:0] residual;
assign bdc_clk_pulse = counter == 0;
always @(posedge clk) begin
	if (rst) begin
		counter <= 0;
		target_time <= 0;
		residual <= 0;
	end else if (set_sync_length) begin
		target_time <= sync_length;
		residual <= sync_length;
	end else if (counter > residual[31:7]) begin
		counter <= 0;
		residual <= residual[6:0] + target_time;
	end else begin
		counter <= counter + 1;
	end
end
endmodule
`timescale 1ns / 1ps
module bdc_interface(
	input clk,
	input rst,
	output reg is_sending,
	input bkgd_in,
	input tgt_clk_pulse,
	input [7:0] data_in,
	input send_data,
	output reg [7:0] data_out,
	input read_data,
	output ready
);
reg [3:0] state;
reg [7:0] tgt_clk_timer;
reg [7:0] data;
reg [3:0] bitsleft;
assign ready = state == 0 && !read_data && !send_data;
always @(posedge clk) begin
	if (rst) begin
		state <= 0;
	end else if (tgt_clk_timer > 0) begin
		if (tgt_clk_pulse) begin
			tgt_clk_timer <= tgt_clk_timer - 1;
		end
	end else begin
		case (state)
		0: begin
			if (send_data) begin
				state <= 1;
				data <= data_in;
				bitsleft <= 8;
			end else if (read_data) begin
				state <= 3;
				bitsleft <= 8;
			end
		end
		1: begin
			if (bitsleft > 0) begin
				state <= 2;
				is_sending <= 1;
				if (data[7]) begin
					tgt_clk_timer <= 4;
				end else begin
					tgt_clk_timer <= 14;
				end
			end else begin
				state <= 0;
			end
		end
		2: begin
			is_sending <= 0;
			if (data[7]) begin
				tgt_clk_timer <= 14;
			end else begin
				tgt_clk_timer <= 4;
			end
			state <= 1;
			bitsleft <= bitsleft - 1;
			data <= {data[6:0], 1'd0};
		end
		3: begin
			if (bitsleft > 0) begin
				is_sending <= 1;
				tgt_clk_timer <= 3;
				state <= 4;
			end else begin
				data_out <= data;
				state <= 0;
			end
		end
		4: begin
			is_sending <= 0;
			tgt_clk_timer <= 7;
			state <= 5;
		end
		5: begin
			data <= {data[6:0], bkgd_in};
			bitsleft <= bitsleft - 1;
			tgt_clk_timer <= 6;
			state <= 3;
		end
		endcase
	end
end
endmodule
`timescale 1ns / 1ps
module bdm(
	input clk,
	input rst,
	input bkgd_in,
	output bkgd_out,
	output bkgd_is_high_z,
	output mcu_pwr,
	output mcu_vpp,
	input do_read,
	input do_write,
	input do_start_mcu,
	input do_stop_mcu,
	input do_delay,
	input do_echo_test,
	input do_enable_vpp,
	input do_disable_vpp,
	input do_echo_sync_value,
	input do_resync,
	input [7:0] data_in,
	output [7:0] data_out,
	output ready,
	output reg valid,
	output [3:0] debug
);
reg [7:0] echo_data;
wire [31:0] sync_count;
wire sync_is_sending;
wire [4:0] sync_debug;
reg sync_start;
wire sync_ready;
wire startup_start;
reg startup_stop;
wire startup_is_sending, startup_ready;
wire bdc_is_sending, bdc_ready;
wire [7:0] bdc_data_out;
wire bdc_read_data, bdc_send_data;
wire hold_commands_in_reset;
assign hold_commands_in_reset = 1'd0;  
wire bdc_clk_pulse;
reg [3:0] state;
reg [7:0] delay_counter;
startup_controller startup_controller(
	.clk(clk),
	.rst(rst || hold_commands_in_reset),
	.start(startup_start),
	.stop(startup_stop),
	.mcu_pwr(mcu_pwr),
	.is_sending(startup_is_sending),
	.ready(startup_ready)
);
sync_controller sync_controller(
	.clk(clk),
	.rst(rst || hold_commands_in_reset || do_stop_mcu || do_resync),
	.bkgd_in(bkgd_in),
	.is_sending(sync_is_sending),
	.start_sync(sync_start),
	.sync_length(sync_count),
	.sync_length_is_ready(),
	.ready(sync_ready),
	.debug(sync_debug)
);
reg set_bdc_pulse_gen;
bdc_clk_pulse_generator bdc_clk_pulse_generator(
	.clk(clk),
	.rst(rst || hold_commands_in_reset),
	.bdc_clk_pulse(bdc_clk_pulse),
	.sync_length(sync_count),
	.set_sync_length(set_bdc_pulse_gen)
);
bdc_interface bdc_interface(
	.clk(clk),
	.rst(rst || hold_commands_in_reset),
	.is_sending(bdc_is_sending),
	.bkgd_in(bkgd_in),
	.tgt_clk_pulse(bdc_clk_pulse),
	.data_in(data_in),
	.send_data(bdc_send_data),
	.data_out(bdc_data_out),
	.read_data(bdc_read_data),
	.ready(bdc_ready)
);
assign debug = sync_debug; 
assign bkgd_out = 1'd0;
assign bkgd_is_high_z =
	(state == 1 && startup_is_sending) ? 1'd0 :
	(state == 2 && sync_is_sending) ? 1'd0 :
	(state == 3 && bdc_is_sending) ? 1'd0 :
	(state == 4 && bdc_is_sending) ? 1'd0 :
	1'd1;
assign startup_start = state == 0 && do_start_mcu;
assign bdc_read_data = state == 0 && do_read;
assign bdc_send_data = state == 0 && do_write;
assign data_out =
	state == 5 ? echo_data :
	state == 7 ? sync_count[15:8] :
	state == 8 ? sync_count[7:0] :
	bdc_data_out;
assign ready = state == 0 && !do_start_mcu && !do_stop_mcu && !do_read && !do_write && !do_delay && !do_echo_test && !do_echo_sync_value && !do_resync;
reg vpp_enabled;
assign mcu_vpp = vpp_enabled;
always @(posedge clk) begin
	startup_stop <= 0;
	sync_start <= 0;
	set_bdc_pulse_gen <= 0;
	valid <= 0;
	if (rst) begin
		state <= 0;
		vpp_enabled <= 0;
	end else if (state == 0) begin
		if (do_start_mcu) begin
			state <= 1;
		end else if (do_stop_mcu) begin
			startup_stop <= 1;
		end else if (do_read) begin
			state <= 3;
		end else if (do_write) begin
			state <= 4;
		end else if (do_delay) begin
			state <= 6;
			delay_counter <= {data_in, 4'd0};
		end else if (do_echo_test) begin
			state <= 5;
			echo_data <= data_in;
			valid <= 1;
		end else if (do_enable_vpp) begin
			vpp_enabled <= 1;
		end else if (do_disable_vpp) begin
			vpp_enabled <= 0;
		end else if (do_echo_sync_value) begin
			state <= 7;
			valid <= 1;
		end else if (do_resync) begin
			state <= 2;
			sync_start <= 1;
		end
	end else if (state == 1) begin
		if (startup_ready) begin
			state <= 2;
			sync_start <= 1;
		end
	end else if (state == 2) begin
		if (sync_ready) begin
			set_bdc_pulse_gen <= 1;
			state <= 0;
		end
	end else if (state == 3) begin
		if (bdc_ready) begin
			state <= 0;
			valid <= 1;
		end
	end else if (state == 4) begin
		if (bdc_ready) begin
			state <= 0;
		end
	end else if (state == 6) begin
		if (delay_counter == 0) begin
			state <= 0;
		end else begin
			delay_counter <= delay_counter - 1;
		end
	end else if (state == 5) begin
		state <= 0;
	end else if (state == 7) begin
		state <= 8;
		valid <= 1;
	end else if (state == 8) begin
		state <= 0;
	end
end
endmodule
`timescale 1ns / 1ps
module startup_controller(
	input clk,
	input rst,
	input start,
	input stop,
	output reg mcu_pwr,
	output reg is_sending,
	output reg ready
);
reg is_pulling_low, is_waiting_for_clock, is_waiting_for_bkgd_stable;
reg [15:0] timer;
always @(posedge clk) begin
	if (rst || stop) begin  
		is_pulling_low <= 0;
		is_waiting_for_clock <= 0;
		is_waiting_for_bkgd_stable <= 0;
		is_sending <= 0;
		mcu_pwr <= 0;
		ready <= 1;
	end else if (start) begin
		is_pulling_low <= 1;
		is_sending <= 1;
		timer <= 250;  
		ready <= 0;
	end else if (is_pulling_low) begin
		if (timer == 0) begin
			mcu_pwr <= 1;
			is_pulling_low <= 0;
			is_waiting_for_clock <= 1;
			timer <= 1200;  
		end else begin
			timer <= timer - 1;
		end
	end else if (is_waiting_for_clock) begin
		if (timer == 0) begin
			is_sending <= 0;  
			is_waiting_for_clock <= 0;
			is_waiting_for_bkgd_stable <= 1;
			timer <= 500;  
		end else begin
			timer <= timer - 1;
		end
	end else if (is_waiting_for_bkgd_stable) begin
		if (timer == 0) begin
			is_waiting_for_bkgd_stable <= 0;
			ready <= 1;
		end else begin
			timer <= timer - 1;
		end
	end
end
endmodule
`timescale 1ns / 1ps
module sync_controller(
	input clk,
	input rst,
	input bkgd_in,
	output is_sending,
	input start_sync,
	output [31:0] sync_length,
	output sync_length_is_ready,
	output reg ready,
	output [4:0] debug
);
parameter HIGHTIME = 32'd6500;  
reg [2:0] state;
reg [31:0] sync_count;
assign debug = {2'd0, state};
assign is_sending = state == 1;
assign sync_length = sync_count;
assign sync_length_is_ready = (state != 1) && (state != 4);
always @(posedge clk) begin
	sync_count <= sync_count;
	if (rst) begin
		state <= 0;
		sync_count <= HIGHTIME;  
		ready <= 0;
	end else if (start_sync) begin
		state <= 1;
		sync_count <= HIGHTIME;
		ready <= 0;
	end else if (state == 1) begin
		if (sync_count == 0) begin
			state <= 2;
			sync_count <= 8'h0f;
		end else begin
			sync_count <= sync_count - 1;
		end
	end else if (state == 2) begin
		if (sync_count == 0) begin
			state <= 3;
		end else begin
			sync_count <= sync_count - 1;
		end
	end else if (state == 3) begin
		if (bkgd_in == 0) begin
			state <= 4;
		end
	end else if (state == 4) begin
		if (bkgd_in == 1) begin
			state <= 0;
			ready <= 1;
		end else begin
			sync_count <= sync_count + 1;
		end
	end
end
endmodule
--- flow/constraint.sdc ---
current_design bdm

set clk_period 9.9
set clk_io_pct 0.2

create_clock -name clk0 -period $clk_period [get_ports {clk}]

set non_clock_inputs [all_inputs -no_clocks]
set_input_delay [expr $clk_period * $clk_io_pct] -clock clk0 $non_clock_inputs
set_output_delay [expr $clk_period * $clk_io_pct] -clock clk0 [all_outputs]
==> results.cfg <==
; physical design summary
[die]
dieWidth_um = 201
chip_area_um2 = 40300
pin_count = 39
core_area_um2 = 38800
initCoreUtil_pct = 30.5
num_rows = 72
die_h_um = 201

[grt]
grt_use_met1_pct = 25.2
grt.total_usage_pct = 16.7
grt_max_degree = 55
grt-ovfl-total = 0
busiest_layer = met1
grt_pass1_wl_um = 53500
grt_pass1_vias = 9798
grt_use_met2_pct = 25.0
gr-usage-met3_pct = 3.60
antenna_found_initial = 0

[power]
power.share.clock_pct = 41.7
p_int_mw = 1.52
leakage_nw = 4.38
p_sw_mw = 0.571
swShare_pct = 27.3
irDropWorstVdd_v = 0.000152
p_per_area_nw_per_um2 = 156
p_total_mw = 2.09
p_seq_share_pct = 44.6
pwr-share-comb_pct = 13.7

[drt]
first_iter_violations = 960
vias_per_cell = 5.51
wirelength_um = 33000
n_antenna_cell = 0
drt-pass1-iter-count = 5
final_antenna_net_count = 0
vias = 10546
drcViolationCount = 0
wl_per_cell_um = 17.3

[logic_synthesis]
edf_count = 61
top_area_cell = dfxtp_1
yosys-top-cells-count = nand2_1, dfxtp_1, nor2_1, a21oi_1, clkbuf_1
yosysUniqueCellTypes = 90
yosysCellCount = 1392
postSynthAreaPerCell_um2 = 8.52
syn_area_um2 = 11900
area_leaders = dfxtp_1, edfxtp_1, nand2_1
netlist_instances = 1392
ys_ff = 203
async_reset_ff_share_pct = 0
top_cell = nand2_1
flop_cell = dfxtp_1
yosys_area_um2 = 11900
yosysWarnings = 5
top_area_share_pct = 24.0
ys_seq_share_pct = 39.4

[clock_tree]
path_clk_slew_ns = 0.06
htreeDepth = 1
cts_resized = 0
clock_tree.buffer_depth = 3
cts_tree = built
cts_sinks = 203
clock_latency_ns = 0.53
cts_setup_buffers = 0
hold_buffers = 0
cts_root_buffer = clkbuf_16
cts_inserted_buffers = 25

[sta]
setup_viol = 0
post-route-period-util_pct = 63.0
worstMarginPinSlew_ns = 0.926
final-hold-violation-count = 0
setup_tns_ns = 0
fin_skew_ns = 0.0224
fin_crit_ns = 6.24
slew_violations = 0
fmax_ghz = 0.160
rsz0062_at_grt = false
slew_headroom_pct = 38.1

[worst_setup_path]
critPathCaptureType = output pin
worstPathArrival_ns = 4.26
critPathLaunchType = input pin
critPathMaxFanout = 6
worstPathRequired_ns = 7.92
crit_type = input pin to output pin

[place]
io_buffers = 36
place_inst = 1868
dp_hpwl_um = 22300
place.gp.congestion = 0.930

[job]
warnings = 30
maxCapViolations = 0

[run_status]
outcome = complete, no violations

[finish]
final_cells = 1914
utilization_pct = 34.4
drive_above_1_share_pct = 7.81
area_delta_synth_final_pct = 12.8

[hold_path]
min_path_type = flip-flop to flip-flop
-- cells by family after synthesis --
kind of cell    after synthesis  synth area share, %
fa+ha+maj                    35                 3.76
mux                          30                 2.65
other cells                   1               0.0316
compound gates              330                 18.7
flops                       203                 39.4
simple gates                586                 25.7
xor+xnor                     62                 4.58
buf+inv                     145                 5.19
-- area by class of cell --
cell class / count / area, um^2
Fill cell: 3890 / 25500
Multi-Input combinational cell: 1045 / 6590
Sequential cell: 203 / 4680
Clock buffer: 33 / 686
Tap cell: 518 / 648
Timing Repair Buffer: 55 / 498
Inverter: 47 / 176
Clock inverter: 13 / 97.6
-- registers in the layout, summed over array words and instances (netlist names), 3 cells and up --
signal,count
sync_controller.state,3
bdc_interface.data_out,8
bdc_clk_pulse_generator.target_time,32
bdc_interface.bitsleft,4
bdc_interface.data,8
echo_data,8
bdc_clk_pulse_generator.counter,16
bdc_interface.tgt_clk_timer,8
bdc_clk_pulse_generator.residual,32
bdc_interface.state,6
delay_counter,8
sync_controller.sync_count,32
state,9
startup_controller.timer,16
-- worst max-delay path, cell delays in order --
cell and delay, ns:
clkdlybuf4s50_1 0.53, nor3b_1 0.43, nand3b_1 0.30, or2_2 0.38
nor3_1 0.14, clkdlybuf4s50_1 0.49
-- metal layers --
metal,wire [um],vias to the layer above
met2,14300,352
met3,2510,49
li1,-,5139
met5,0,-
met1,15400,5006
met4,825,0
-- metrics by stage --
stage | worst slack [ns] | hold slack, ns | cell area (um^2)
3_3_place_gp | 3.72 | 0.437 | 12600
6_report | 3.66 | 0.447 | 13400
3_5_place_dp | 3.72 | 0.442 | 12600
5_1_grt | 3.52 | 0.472 | 13400
2_1_floorplan | 5.01 | 0.411 | 11900
4_1_cts | 3.70 | 0.453 | 13400
-- worst paths after layout --
path,startpoint,endpoint,slack [ns],depth (start not counted)
worst max register to register,sync_controller.sync_count[0]$_SDFFE_PP0P_,sync_controller.sync_count[7]$_SDFFE_PP0P_,6.40,8
worst min-delay path,startup_controller.mcu_pwr$_SDFFE_PN0P_,startup_controller.mcu_pwr$_SDFFE_PN0P_,0.45,2
worst max-delay path,do_stop_mcu,ready,3.66,6
worst min register to register,startup_controller.mcu_pwr$_SDFFE_PN0P_,startup_controller.mcu_pwr$_SDFFE_PN0P_,0.45,2
-- power by group through the flow --
stage	logic, mW	registers, mW	clock network, mW
4_1_cts	0.288	0.933	0.893
5_1_grt	0.319	0.937	0.930
6_report	0.286	0.933	0.871
-- cells in the final DEF (no fill, tap or decap), types with 11 or more instances in the layout --
master and n:
a211oi_1 15, a21o_1 13, a21oi_1 79, a31oi_1 15, and2_1 12, and3_1 16, buf_4 19, clkbuf_16 25
clkdlybuf4s50_1 35, dfxtp_1 141, edfxtp_1 61, ha_1 34, inv_1 46, mux2_2 11, mux2i_1 19, nand2_1 148
nand2b_1 12, nand3_1 54, nand4_1 31, nor2_1 123, nor3_1 54, nor4_1 28, o21ai_0 64, o22ai_1 23
or3_1 22, or4_1 12, xnor2_1 27, xor2_1 35
Power is estimated from default activity; no workload was simulated.
